## ./design.v

```verilog
module reg_file #(parameter W=8, D=4)(  
    input         CLK,
	              RegWrite,
					  checkand,
    input  [ D-1:0] R1,
                    R2,
                    writeReg,
    input  [ W-1:0] writeValue, cmpVal,
	 input  [5:0] xorOp, 
	 input  [   1:0] immediate, 
    output logic [W-1:0] val1,
    output logic [W-1:0] val2,
	 output logic [ W-1:0] out_writeValue
    );
reg [7:0] registers_arr[0:9];
assign      val1 = registers_arr[R1];
always_comb val2 = (xorOp == 'b010110) ? registers_arr[6] : (checkand==1) ? registers_arr[0] : registers_arr[R2];
always_ff @ (posedge CLK)
  if (RegWrite) begin
    if(xorOp == 'b010110) begin
		registers_arr[6] <= writeValue;
	 end
    else if(cmpVal == 1) begin
		registers_arr[8] <= $signed(writeValue);
		out_writeValue <= $signed(writeValue);
	 end
	 else if (immediate == 2) begin
		registers_arr[0] <= writeValue;
	 end
	 else begin
		registers_arr[writeReg] <= writeValue;	
	 end
	end 
endmodule
```

## ./run.sh

```bash
#!/bin/bash
# OpenROAD 26Q1-2900-gdf79404cd8, Yosys 0.63+post, stock flow scripts
make -C /OpenROAD-flow-scripts/flow DESIGN_CONFIG=/design/flow/config.mk WORK_HOME=/design/flow/orfs finish
```

## ./config.mk

```make
export PLATFORM = sky130hd
export DESIGN_NAME = reg_file
export DESIGN_NICKNAME = reg_file
export VERILOG_FILES = /design/flow/design.v
export SDC_FILE = /design/flow/constraint.sdc
export NUM_CORES = 4
export LEC_CHECK = 1
export CORE_UTILIZATION = 30
```

## ./constraint.sdc

```tcl
current_design reg_file

set clk_period 3.6
set clk_io_pct 0.2

create_clock -name clk0 -period $clk_period [get_ports {CLK}]

set non_clock_inputs [all_inputs -no_clocks]
set_input_delay [expr $clk_period * $clk_io_pct] -clock clk0 $non_clock_inputs
set_output_delay [expr $clk_period * $clk_io_pct] -clock clk0 [all_outputs]
```

==> summary.txt <==
Flow results.

- The data required time of the worst path is 2.88 ns.
- The x dimension of the die is 121.8 um.
- Summing over the stages, the warning tally comes to 25.
- The first global-routing pass estimated roughly 17000 um of wire.
- Per the gpl log, the routability congestion estimate is 0.8143.
- The number of CTS-inserted buffers is 9.
- Cells with a size suffix above 1 make up 14.62% of the layout.
- On the worst setup and hold paths after CTS, the clock-pin slew comes to 0.06 ns.
- The number of antenna violations at the first check in global routing came to 0.
- The count of max-cap constraint violations is 0.
- The length of the first detailed-routing pass in iterations is 4.
- Hold analysis shows the worst path with a depth of 1.
- The routed length per placed instance is 19.64 um.
- The y dimension of the die is 121.8 um.
- Yosys reported that registers with async set or reset make up 0%.
- The number of synthesized register bits is between 80 and 90.
- TritonRoute reported its final design rule violation total as 0.
- The via count of the first global-routing pass is 3086.
- The placeable core area is roughly 14000 um^2.
- The total congestion overflow after global routing is 0.
- The biggest area consumer among synthesized cells is sky130_fd_sc_hd__edfxtp_1.
- The worst-path maximum fanout is 32.
- The post-synthesis instance total is 301.
- The final-report setup violation count is 0.
- Yosys mapped a number of flops with a built-in enable equal to 88.
- The synthesized netlist occupies a cell area of 4308 um^2.
- The synthesis run shows the most used standard cells to be sky130_fd_sc_hd__edfxtp_1 (88), sky130_fd_sc_hd__mux2i_1 (40), sky130_fd_sc_hd__nand2_1 (29).
- Once layout is complete, the cells apart from fillers number approximately 560.
- The cell at the slowest stage of the critical path is sky130_fd_sc_hd__mux4_1.
- The violation tally from detailed-route iteration zero is 141.
- The endpoint arrival time on the critical path is 2.77 ns.
- Entering global routing, the biggest net connects 33 pins.
- Sorting the synthesis cell report by count puts at the top sky130_fd_sc_hd__edfxtp_1.
- The clock sink total is 88.
- Dividing the final minimum period by the clock period gives just under 100%.
- The total via count in the routed design is 2965.
- The final-report max-slew violation count is 0.
- The most instantiated flip-flop cell in the synthesis netlist is sky130_fd_sc_hd__edfxtp_1.
- The clock H-tree reported by CTS has 3 levels.
- The floorplan has about 43 rows.
- The highest attainable clock frequency is 286.9 MHz.
- STA classifies the critical path startpoint as a primary input.
- Per the hold report, the tightest min-delay path originates at writeValue[6].
- In this run the biggest area consumer among cell types represents 61.34% of the synthesized area.
- The end of the worst hold path is registers_arr[9][6].
- The routed design uses 5071 um of met2 wire.
- Adding up every negative setup slack in the final design gives 0 ns.
- Yosys attributes the largest share of cell area to sky130_fd_sc_hd__edfxtp_1 (61%), sky130_fd_sc_hd__mux2i_1 (9.3%), sky130_fd_sc_hd__mux4_2 (6.3%), sky130_fd_sc_hd__o21ai_0 (2.9%), sky130_fd_sc_hd__a22oi_1 (2.8%).
- The start-to-end type of the worst setup path is in -> out.
- The top layer used by detailed routing is met4.
- The met1 layer wirelength in the final routing is 4334 um.
- The number of hold buffers added after CTS was 0.
- The power density over the cells is 433.4 nW/um^2.
- The critical path's largest stage delay is 0.59 ns.
- Along the critical path, the tally of buffer and inverter instances is 3.
- The relative slew slack is 61.99%.
- The stat command in Yosys gives a chip area of 4308 um^2.
- In this run the layout overhead on the synthesized area is reported as 29.92%.
- The floorplan utilization is 30.91%.
- The sum of met3 wire segment lengths after detailed routing is approximately 1500 um.
- The half-perimeter wire length after detailed placement is 7318 um.
- The number of buffer cells added on primary ports is between 60 and 70.
- The worst VDD IR drop from the latest analysis is 0.0001900 V.
- The power consumption is 2426 uW.
- The synthesis report lists the Yosys warning total as 1.
- The pin closest to its max-slew limit shows a slew of approximately 0.57 ns.
- Setup repair after global routing left no endpoint under its margin.
- Walking the worst path, the cells encountered are clkdlybuf4s50_1 -> buf_12 -> mux4_1 -> a22oi_1 -> nand2_1 -> clkdlybuf4s50_1.
- The capturing element type of the critical path is a primary output.
- Once placement completed, the tool counted placed cells totaling 547.
- The flow ran to the end, and the final reports show no timing, DRC or antenna violations.
- The clock tree from TritonCTS is done.
- For this run, the total global-route usage over all layers was measured as 16.37%.
- Sequential cells were found to cover 61.34% of the synthesized design area.
- The final timing report lists a hold violation count of 0.
- The count of antenna-violating nets left after detailed routing is 0.
- In this run the deepest clock path goes through 2 buffers.
- The critical path starts at R1[0].
- Yosys stat counts ~300 cells in the synthesized netlist.
- Per the detail_route report, inserted antenna diodes total 0.
- Counting the fill cells in the layout gives 1249.
- The class of the most critical hold timing path is in -> reg.
- In this run, distinct cell masters in the synthesized netlist total 34.
- The minimum period implied by the final worst setup slack is 3.486 ns.
- After floorplanning, the die was sized to cover 14840 um^2.
- The wire length after detailed routing is roughly 11000 um.
- The worst hold slack is between 1 and 1.5 ns.
- After detailed routing, the number of vias per cell comes to between 5 and 6.
- The count of pins on the block boundary is 63.
- The timing report attributes the biggest portion of critical-path delay to buffers and inverters.
- The average instance in the mapped netlist occupies 14.31 um^2.
- The timing report shows the most common cell along the critical path to be sky130_fd_sc_hd__clkdlybuf4s50_1.
- The leakage power in the latest report is 0.001941 uW.
- The root buffer cell chosen for the clock tree is sky130_fd_sc_hd__clkbuf_16.
==> cell families after synthesis <==
logic type | Yosys count | synth area share [%]
compound gates | 70 | 9.904
buf+inv | 22 | 3.108
flops | 88 | 61.34
mux | 56 | 18.01
simple gates | 65 | 7.639
==> worst max path at each step <==
stage,endpoint,slack [ns],cells after the start
CTS,val2[1],0.09,7
global route,val1[5],0.02,6
finish,val1[7],0.11,6
==> timing repair <==
item,4_1_cts,5_1_grt
gates cloned,0,0
pin swaps,0,0
gates resized,1,3
buffers inserted,0,0
setup endpoints to repair,8,4
==> power breakdown <==
group	switching, uW	internal (uW)	leakage [uW]
sequential	12.8	1160	0.000797
clock	373	607	0.000148
combinational	127	148	0.000997
==> cell type report <==
| class | count | area, um^2 | area share, % |
|---|---|---|---|
| clock buffers | 9 | 225.2 | 4.024 |
| well taps | 180 | 225.2 | 4.024 |
| flip-flops and latches | 88 | 2643 | 47.22 |
| clock inverters | 7 | 96.34 | 1.721 |
| inverters | 2 | 7.507 | 0.1341 |
| multi-input cells | 191 | 1541 | 27.54 |
| repair buffers | 86 | 858.3 | 15.34 |
==> cells in the final DEF, fill, tap and decap left out, types with 3 or more instances in the layout <==
| cell type | Yosys | layout |
|---|---|---|
| sky130_fd_sc_hd__edfxtp_1 | 88 | 88 |
| sky130_fd_sc_hd__clkdlybuf4s50_1 | 0 | 61 |
| sky130_fd_sc_hd__mux2i_1 | 40 | 40 |
| sky130_fd_sc_hd__nand2_1 | 29 | 29 |
| sky130_fd_sc_hd__o21ai_0 | 25 | 24 |
| sky130_fd_sc_hd__buf_4 | 4 | 19 |
| sky130_fd_sc_hd__a22oi_1 | 16 | 16 |
| sky130_fd_sc_hd__mux4_2 | 12 | 12 |
| sky130_fd_sc_hd__a21oi_1 | 10 | 10 |
| sky130_fd_sc_hd__a31oi_1 | 9 | 9 |
| sky130_fd_sc_hd__clkbuf_16 | 0 | 9 |
| sky130_fd_sc_hd__o211ai_1 | 8 | 8 |
| sky130_fd_sc_hd__nand2b_1 | 7 | 7 |
| sky130_fd_sc_hd__nor2_1 | 5 | 5 |
| sky130_fd_sc_hd__buf_12 | 1 | 5 |
| sky130_fd_sc_hd__mux4_1 | 4 | 4 |
| sky130_fd_sc_hd__or2b_1 | 3 | 3 |
| sky130_fd_sc_hd__nand4_1 | 3 | 3 |
| sky130_fd_sc_hd__nor3_1 | 3 | 3 |
| sky130_fd_sc_hd__clkinvlp_4 | 0 | 3 |
==> registers in the layout, indices dropped and copies added, names as in the netlist <==
signal,flops
registers_arr,80
out_writeValue,8
==> stage by stage <==
step,area (um^2),worst slack (ns),utilization [%]
5_1_grt,5597,0.01838,40.16
3_3_place_gp,5265,-0.1128,37.78
3_5_place_dp,5265,-0.1278,37.78
4_1_cts,5589,0.08764,40.11
2_1_floorplan,4308,1.053,-
6_report,5597,0.1145,40.16
==> metal layers <==
layer	track usage (%)	up-vias
met5	1.042	-
met4	1.929	0
met3	11.40	12
met2	24.22	180
met1	20.76	1420
li1	-	1353
No activity file was given, so power comes from the tool's default toggle rates.
